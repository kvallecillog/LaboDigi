### ./config.mk
export PLATFORM = sky130hd
export DESIGN_NAME = MiniAlu
export DESIGN_NICKNAME = MiniAlu
export VERILOG_FILES = /design/flow/design.v
export SDC_FILE = /design/flow/constraint.sdc
export NUM_CORES = 4
export LEC_CHECK = 1
export CORE_UTILIZATION = 30
### ./constraint.sdc
current_design MiniAlu

set clk_period 12.8
set clk_io_pct 0.2

create_clock -name clk0 -period $clk_period [get_ports {Clock}]

set non_clock_inputs [all_inputs -no_clocks]
set_input_delay [expr $clk_period * $clk_io_pct] -clock clk0 $non_clock_inputs
set_output_delay [expr $clk_period * $clk_io_pct] -clock clk0 [all_outputs]
### ./design.v
`timescale 1ns / 1ps
module UPCOUNTER_POSEDGE # (parameter SIZE=16)
(
input wire Clock, Reset,
input wire [SIZE-1:0] Initial,
input wire Enable,
output reg [SIZE-1:0] Q
);
  always @(posedge Clock )
  begin
      if (Reset)
        Q = Initial;
      else
		begin
		if (Enable)
			Q = Q + 1;
		end			
  end
endmodule
module FFD_POSEDGE_SYNCRONOUS_RESET # ( parameter SIZE=8 )
(
	input wire				Clock,
	input wire				Reset,
	input wire				Enable,
	input wire [SIZE-1:0]	D,
	output reg [SIZE-1:0]	Q
);
always @ (posedge Clock) 
begin
	if ( Reset )
		Q <= 0;
	else
	begin	
		if (Enable) 
			Q <= D; 
	end	
end 
endmodule
`timescale 1ns / 1ps
`timescale 1ns / 1ps
`default_nettype none	
module MiniAlu
(
 input wire Clock,
 input wire Reset,
 output wire [7:0] oLed
);
wire [15:0]  wIP,wIP_temp;
reg         rWriteEnable,rBranchTaken;
wire [27:0] wInstruction;
wire [3:0]  wOperation;
reg [15:0]   rResult;
wire [7:0]  wSourceAddr0,wSourceAddr1,wDestination;
wire [15:0] wSourceData0,wSourceData1,wIPInitialValue,wImmediateValue;
ROM InstructionRom 
(
	.iAddress(     wIP          ),
	.oInstruction( wInstruction )
);
RAM_DUAL_READ_PORT DataRam
(
	.Clock(         Clock        ),
	.iWriteEnable(  rWriteEnable ),
	.iReadAddress0( wInstruction[7:0] ),
	.iReadAddress1( wInstruction[15:8] ),
	.iWriteAddress( wDestination ),
	.iDataIn(       rResult      ),
	.oDataOut0(     wSourceData0 ),
	.oDataOut1(     wSourceData1 )
);
assign wIPInitialValue = (Reset) ? 8'b0 : wDestination;
UPCOUNTER_POSEDGE IP
(
.Clock(   Clock                ), 
.Reset(   Reset | rBranchTaken ),
.Initial( wIPInitialValue + 1  ),
.Enable(  1'b1                 ),
.Q(       wIP_temp             )
);
assign wIP = (rBranchTaken) ? wIPInitialValue : wIP_temp;
FFD_POSEDGE_SYNCRONOUS_RESET # ( 8 ) FFD1 
(
	.Clock(Clock),
	.Reset(Reset),
	.Enable(1'b1),
	.D(wInstruction[27:24]),
	.Q(wOperation)
);
FFD_POSEDGE_SYNCRONOUS_RESET # ( 8 ) FFD2
(
	.Clock(Clock),
	.Reset(Reset),
	.Enable(1'b1),
	.D(wInstruction[7:0]),
	.Q(wSourceAddr0)
);
FFD_POSEDGE_SYNCRONOUS_RESET # ( 8 ) FFD3
(
	.Clock(Clock),
	.Reset(Reset),
	.Enable(1'b1),
	.D(wInstruction[15:8]),
	.Q(wSourceAddr1)
);
FFD_POSEDGE_SYNCRONOUS_RESET # ( 8 ) FFD4
(
	.Clock(Clock),
	.Reset(Reset),
	.Enable(1'b1),
	.D(wInstruction[23:16]),
	.Q(wDestination)
);
reg rFFLedEN;
FFD_POSEDGE_SYNCRONOUS_RESET # ( 8 ) FF_LEDS
(
	.Clock(Clock),
	.Reset(Reset),
	.Enable( rFFLedEN ),
	.D( wSourceData1 ),
	.Q( oLed    )
);
assign wImmediateValue = {wSourceAddr1,wSourceAddr0};
always @ ( * )
begin
	case (wOperation)
	4'd0:
	begin
		rFFLedEN     <= 1'b0;
		rBranchTaken <= 1'b0;
		rWriteEnable <= 1'b0;
		rResult      <= 0;
	end
	4'd5:
	begin
		rFFLedEN     <= 1'b0;
		rBranchTaken <= 1'b0;
		rWriteEnable <= 1'b1;
		rResult      <= wSourceData1 + wSourceData0;
	end
	4'd4:
	begin
		rFFLedEN     <= 1'b0;
		rWriteEnable <= 1'b1;
		rBranchTaken <= 1'b0;
		rResult      <= wImmediateValue;
	end
	4'd3:
	begin
		rFFLedEN     <= 1'b0;
		rWriteEnable <= 1'b0;
		rResult      <= 0;
		if (wSourceData1 <= wSourceData0 )
			rBranchTaken <= 1'b1;
		else
			rBranchTaken <= 1'b0;
	end
	4'd6:
	begin
		rFFLedEN     <= 1'b0;
		rWriteEnable <= 1'b0;
		rResult      <= 0;
		rBranchTaken <= 1'b1;
	end
	4'd2:
	begin
		rFFLedEN     <= 1'b1;
		rWriteEnable <= 1'b0;
		rResult      <= 0;
		rBranchTaken <= 1'b0;
	end
	default:
	begin
		rFFLedEN     <= 1'b1;
		rWriteEnable <= 1'b0;
		rResult      <= 0;
		rBranchTaken <= 1'b0;
	end	
	endcase	
end
endmodule
`timescale 1ns / 1ps
`timescale 1ns / 1ps
module ROM
(
	input  wire[15:0]  		iAddress,
	output reg [27:0] 		oInstruction
);	
	always @ ( iAddress )
begin
	case (iAddress)
	0: oInstruction = { 4'd0 ,24'd4000    };
	1: oInstruction = { 4'd4 , 8'd7,16'b0001 };
	2: oInstruction = { 4'd4 ,8'd3,16'h1     }; 
	3: oInstruction = { 4'd4, 8'd4,16'd1000 };
	4: oInstruction = { 4'd4, 8'd5,16'd0     };   
	5: oInstruction = { 4'd2 ,8'b0,8'd7,8'b0 };
	6: oInstruction = { 4'd4 ,8'd1,16'h0     }; 	
	7: oInstruction = { 4'd4 ,8'd2,16'd5000 }; 
	8: oInstruction = { 4'd5 ,8'd1,8'd1,8'd3    }; 
	9: oInstruction = { 4'd3 ,8'd8,8'd1,8'd2 }; 
	10: oInstruction = { 4'd5 ,8'd5,8'd5,8'd3    };
	11: oInstruction = { 4'd3 ,8'd5,8'd5,8'd4 };	
	12: oInstruction = { 4'd0 ,24'd4000       }; 
	13: oInstruction = { 4'd5 ,8'd7,8'd7,8'd3    };
	14: oInstruction = { 4'd6 ,  8'd2,16'b0   };
	default:
		oInstruction = { 4'd2 ,  24'b10101010 };		 
	endcase	
end
endmodule
`timescale 1ns / 1ps
module RAM_DUAL_READ_PORT # ( parameter DATA_WIDTH= 16, parameter ADDR_WIDTH=8, parameter MEM_SIZE=8 )
(
	input wire						Clock,
	input wire						iWriteEnable,
	input wire[ADDR_WIDTH-1:0]	iReadAddress0,
	input wire[ADDR_WIDTH-1:0]	iReadAddress1,
	input wire[ADDR_WIDTH-1:0]	iWriteAddress,
	input wire[DATA_WIDTH-1:0]		 	iDataIn,
	output reg [DATA_WIDTH-1:0] 		oDataOut0,
	output reg [DATA_WIDTH-1:0] 		oDataOut1
);
reg [DATA_WIDTH-1:0] Ram [MEM_SIZE:0];		
always @(posedge Clock) 
begin 
		if (iWriteEnable) 
			Ram[iWriteAddress] <= iDataIn; 
			oDataOut0 <= Ram[iReadAddress0]; 
			oDataOut1 <= Ram[iReadAddress1]; 
end 
endmodule
### ./run.sh
#!/bin/bash
# OpenROAD 26Q1-2900-gdf79404cd8, Yosys 0.63+post, stock flow scripts
make -C /OpenROAD-flow-scripts/flow DESIGN_CONFIG=/design/flow/config.mk WORK_HOME=/design/flow/orfs finish
==> run_results.csv <==
group,metric,value,unit
run_status,status,"finished, final reports clean",
clock_network,postCtsSetupBuffers,0,
timing,drv_slew,0,
clock_network,clk_latency,0.54,ns
synthesis,flop_cell,"edfxtp_1",
grt,antenna_found_initial,0,
grt,grt.overflow.total,0,
place,hpwl,17490,microns
worst_setup_path,crit_required,13.22,ns
job,drv_cap,0,
layout,syn_to_final_growth,14.73,%
synthesis,yosys_register_bits,219,
synthesis,synth_cell_types,75,
clock_network,numClockSinks,219,
worst_setup_path,crit_fanout,48,
layout,comb_area,4553,sq um
place,io_buffers,9,
clock_network,postCtsHoldBufs,0,
power_and_ir_drop,peakVddDrop,131.3,uV
synthesis,async_flop_share,0,
power_and_ir_drop,leakage,0.004572,uW
worst_setup_path,start_kind,"input pin",
synthesis,edf_count,144,
clock_network,cts_tree,"built",
layout,register_area,5826,sq um
die,die_y,191.4,microns
worst_setup_path,arrival,6.44,ns
drt,dr.pass1.iters,5,
timing,final.setup.tns,0,ns
drt,drt_iter0_drc,636,
die,pin_count,10,
job,warnings,43,
synthesis,yosysChipArea,10760,sq um
die,rows,68,
clock_network,clock_path_buffers,3,
clock_network,cts-htree-levels,1,
hold_path,hold_path_class,"reg -> reg",
grt,grt_start_max_net_pins,65,
timing,max_slew.worst_pin.slew,0.7761,ns
synthesis,netlist_area,10760,sq um
timing,rsz0062_at_grt,"false",
die,die_w,191.4,microns
worst_setup_path,critical_path_class,"in -> reg",
grt,grt_use_total,0.1703,
layout,nFillCells,3334,
layout,mostFrequentLayoutCells,"edfxtp_1, nand2_1, nor2_1",
synthesis,ys_cells,993,
grt,grt_pass1_vias,7745,
die,core_util_floorplan,0.3085,
power_and_ir_drop,power.density,279.5,nW/um^2
drt,via_count,7757,
clock_network,cts_resized,0,
grt,grt_pass1_wl,44740,microns
layout,drive_above_1_share,0.1358,
synthesis,syn_inst,993,
timing,finalSetupViolations,0,
timing,skew,0.01314,ns
clock_network,cts_buffers,25,
drt,ant_nets,0,
synthesis,synth.avg_cell_area,10.84,sq um
timing,hold_violations,0,
worst_setup_path,endpoint_kind,"flop",
die,die_area,36630,sq um
synthesis,ys_seq_share,0.5414,
timing,whs,0.4908,ns
die,coreArea,34880,sq um
drt,wl_per_cell,19.50,microns
drt,n_antenna_cell,0,
timing,final.period_utilization,0.4703,
drt,wirelength,28970,microns
timing,max_freq,166.1,MHz
layout,layout_top_cell,"edfxtp_1",
timing,relSlewSlack,0.4692,
drt,route.detailed.drc,0,
synthesis,ys_warn_count,9,
place,globalplace.congestion,0.9181,
clock_network,clk_pin_slew,0.05,ns
timing,period_needed,6.020,ns
drt,vias_per_cell,5.220,
clock_network,cts_root_buf,"clkbuf_16",
where the power goes:
part | internal (uW) | leakage, uW | switching (uW)
registers | 912 | 0.00198 | 93.7
clock network | 478 | 0.000447 | 290
logic | 642 | 0.00214 | 1040
total | 2030 | 0.00457 | 1420
routing by layer:
metal	global-route usage	wire [microns]	share of wire
met5	0.008242	0	0
met4	0.05006	1035	0.036
met3	0.08160	3295	0.11
met2	0.2444	12320	0.43
met1	0.2332	12320	0.43
Yosys cell counts (10+ instances only):
cell type	instances	area, sq um
a211oi_1	14	105.1
a21boi_1	11	82.58
a21oi_1	41	205.2
a21oi_2	13	113.9
a221o_1	13	130.1
a31oi_1	17	106.4
and3_1	24	150.1
buf_2	14	70.07
clkbuf_1	28	105.1
dfxtp_1	75	1501
edfxtp_1	144	4324
ha_1	38	475.5
inv_1	32	120.1
mux2_1	15	168.9
mux2i_1	23	230.2
nand2_1	136	510.5
nand3_1	20	100.1
nor2_1	118	442.9
nor4_1	10	62.56
nor4_2	10	125.1
o211ai_1	31	232.7
o22ai_1	16	100.1
xnor2_1	20	175.2
path summary, 6_finish.rpt:
| kind | cells past startpoint | start | slack (ns) | to |
|---|---|---|---|---|
| min reg2reg | 2 | FF_LEDS.Q[5] | 0.49 | FF_LEDS.Q[5] |
| max | 15 | Reset | 6.78 | DataRam.oDataOut1[5] |
| min | 2 | FF_LEDS.Q[5] | 0.49 | FF_LEDS.Q[5] |
| max reg2reg | 17 | DataRam.oDataOut0[14] | 7.59 | DataRam.oDataOut1[1] |
final cells by class:
cell class	count	area share
Sequential cell	219	0.4719
Multi-Input combinational cell	686	0.3688
Clock buffer	30	0.05463
Timing Repair Buffer	47	0.03040
Inverter	33	0.01024
Clock inverter	16	0.01794
Tap cell	455	0.04611
flip-flops by register name, indices dropped and copies added (netlist names):
signal	flops
DataRam.oDataOut1	16
FFD4.Q	4
DataRam.oDataOut0	16
FFD3.Q	5
IP.Q	16
FFD2.Q	7
DataRam.Ram	144
FF_LEDS.Q	8
FFD1.Q	3
metrics by stage:
stage | instance area [sq um] | utilization | total power, uW | worst slack (ns) | cells
final | 12350 | 0.3539 | 3451 | 6.780 | 1486
after global routing | 12350 | 0.3539 | 3658 | 6.554 | 1486
after CTS | 12350 | 0.3539 | 3451 | 6.789 | 1486
after detailed placement | 11450 | 0.3282 | 2672 | 6.274 | 1440
after global placement | 11450 | 0.3282 | 2657 | 6.289 | 1440
after floorplan | 10760 | - | 2204 | 7.461 | 993
cell families (layout without fill, tap and decap cells):
logic type / Yosys count / in the layout / share of synthesized area
and+or+nand+nor: 369 / 369 / 0.1621
DFF: 219 / 219 / 0.5414
AOI/OAI and AO/OA: 205 / 205 / 0.1434
buffers and inverters: 88 / 126 / 0.03919
muxes: 44 / 44 / 0.04430
adders and majority gates: 39 / 39 / 0.04605
xor gates and xnor gates: 29 / 29 / 0.02361
critical path: stages:
cell and delay [ns]:
clkdlybuf4s50_1 0.40, buf_4 0.23, nand2b_1 0.22, o21bai_1 0.19
a2111oi_2 0.55, a211oi_2 0.05, buf_4 0.22, inv_4 0.13
ha_1 0.24, a21oi_1 0.25, o21a_2 0.18, buf_4 0.62
mux2i_1 0.27, mux2i_1 0.09, o221a_1 0.21
Power figures rest on the tool's default switching activity, not on a simulated workload.
