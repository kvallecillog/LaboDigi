--- design/flow/config.mk ---
export PLATFORM = sky130hd
export DESIGN_NAME = imul
export DESIGN_NICKNAME = imul
export VERILOG_FILES = /design/flow/design.v
export SDC_FILE = /design/flow/constraint.sdc
export NUM_CORES = 4
export LEC_CHECK = 1
export CORE_AREA = 10 10 70 70
export DIE_AREA = 0 0 80 80
--- design/flow/constraint.sdc ---
current_design imul

set clk_period 4.4
set clk_io_pct 0.2

create_clock -name clk0 -period $clk_period

set non_clock_inputs [all_inputs -no_clocks]
set_input_delay [expr $clk_period * $clk_io_pct] -clock clk0 $non_clock_inputs
set_output_delay [expr $clk_period * $clk_io_pct] -clock clk0 [all_outputs]
--- design/flow/design.v ---
module imul
( 
	input wire [3:0] wMulA,
	input wire [3:0] wMulB,
	output reg [7:0] rResult
);
	reg rCarry1;
	reg rCarry2;
	reg rCarry3;
	reg [2:0] rTemp1,rTemp2;
	reg hola1,hola2,hola3;
	always @ (*) begin
		rResult [0] = wMulA[0] & wMulB [0];
		{rCarry1,rResult [1]} = (wMulA [0] & wMulB [1]) + (wMulA [1] & wMulB [0]);
		{rCarry1,rTemp1 [0]} = wMulA [2] & wMulB [0] + wMulA [1] & wMulB [0] + rCarry1;
		{rCarry2,rResult[2]} = (wMulA[0]&wMulB[2])+ rTemp1[0];
		{rCarry1,rTemp1 [1]} = (wMulA[3]&wMulB[0]) + (wMulA[2]&wMulB[1]) + rCarry1;
		{rCarry2,rTemp2 [0]} = (wMulA[1]&wMulB[2]) + rTemp1[1] + rCarry2;
		{rCarry3,rResult[3]} = (wMulA[0]&wMulB[3]) + rTemp2[0];
		{rCarry1,rTemp1 [2]} = (wMulA[3]&wMulB[1]) + rCarry1;
		{rCarry2,rTemp2 [1]} = (wMulA[2]&wMulB[2])+ rTemp1[2]+rCarry2;
		{rCarry3,rResult[4]} = (wMulA[1]&wMulB[3])+ rTemp2[2]+rCarry3;		
		{rCarry2,rTemp2 [2]} = (wMulA[3]&wMulB[2])+rCarry2+rCarry1;
		{rCarry3,rResult[5]} = (wMulA[2]&wMulB[3])+ rTemp2[2]+rCarry3;		
		{rResult[7],rResult[6]} = (wMulA[3]&wMulB[3])+rCarry2+rCarry3;
	end
endmodule
module test;
	reg  [3:0] mul1,mul2;
	wire  [7:0] result;
	imul multiplier(.wMulA(mul1),.wMulB(mul2),.rResult(result));
	initial begin
		mul1<=4'b0011;
		mul2<=4'b0011;
		#200 $display("El resultado es: %b", result);
	end
endmodule
--- design/flow/run.sh ---
#!/bin/bash
# OpenROAD 26Q1-2900-gdf79404cd8, Yosys 0.63+post, stock flow scripts
make -C /OpenROAD-flow-scripts/flow DESIGN_CONFIG=/design/flow/config.mk WORK_HOME=/design/flow/orfs finish
==> job_summary.md <==
## PnR job results

| Metric | Value |
|---|---|
| # clk buffers | 0 |
| Share of cells above drive strength 1 | 51.7% |
| CP Class | in2out |
| Status | finished with violations |
| Drt drc | 0 |
| Critical path depth | 19 |
| Final Critical Period | 5.03 ns |
| Drt via density | 2.85 |
| Final Cycle Share | 114% |
| Mapped Area | 322 sq um |
| Hold slack final | 2.34 ns |
| Maxcap violations | 0 |
| Place WS | -1.39 ns |
| DP Area | 638 sq um |
| OpenROAD warning count | 35 |
| Die Area | 0.00640 sq mm |
| Arrival time worst endpoint | 4.15 ns |
| # port buffers | 16 |
| Synth area leader | fa_1 |
| Synth unique cells | 9 |
| WL/cell | 7.97 microns |
| IO Pins | 16 |
| Total wire length | 845 microns |
| Leakage power | 0.296 nW |
| Final setup vio count | 4 |
| HPWL after DPL | 815 microns |
| Synth top cell by count | inv_1 |
| Post-route ant nets | 0 |
| Crit-path cells | buf_8 -> ha_4 -> ha_4 -> xor2_1 -> and3_1 -> ha_2 -> inv_2 -> fa_2 -> inv_2 -> ha_4 -> a21oi_4 -> fa_1 -> inv_2 -> fa_2 -> inv_2 -> fa_2 -> inv_2 -> fa_2 -> buf_2 |
| Drt initial violations | 5 |
| Pwr Density | 91.9 mW/mm^2 |
| Final slew viol count | 0 |
| GR Util All Layers | 2.51% |
| Top delay family on crit path | adder cells |
| Failing checks | setup timing |
| Num rows | 21 |
| Total congestion overflow | 0 |
| CP peak stage delay | 0.45 ns |
| CP endpoint kind | output port |
| Fp util | 9.41% |
| Power Internal | 0.0372 mW |
| Top area contributor share | 31.1% |
| First-pass GRT wire length | 1.35 mm |
| Post-Synthesis Cells | 38 |
| RSZ-0062 raised after global routing | yes |
| Worst path slowest cell | fa_1 |
| Cell mode on critical path | inv_2 |
| CTS Hold Bufs | 0 |
| FF/Latch Area | 0 sq um |
| Worst slew pin tran | 0.149 ns |
| Initial antenna violation count | 0 |
| Ant diodes | 0 |
| Vias | 302 |
| Post-route cell area | 638 sq um |
| DIE WIDTH | 80 microns |
| Highest clock rate | 0.199 GHz |
| Post-synth area hogs | fa_1, ha_1, and2_1, inv_1, and2_2 |
| Post-synth top cells | inv_1, and2_1, ha_1 |
| Hold Path Depth | 5 |
| Synthesis area per yosys | 322 sq um |
| Hold crit path type | in2out |
| Die Span Y | 80 microns |
| Ys cells | 38 |
| Flop pwr share | 0% |
| Core region area | 0.00342 sq mm |
| Worst Setup Slack, final | -0.633 ns |
| Crit path buf inv count | 7 |
| Drt pass-1 iters | 2 |
| Final hold vios | 0 |
| Final non-filler cell total | 106 |
| Synthesis-to-layout area growth | 98.4% |
| Final GP Congestion | 0.724 |
| Relative slew slack | 90.0% |
| Gate power share | 100.0% |
| Peak supply drop | 0.0116 mV |
| Crit start category | input port |
| Number of global-route vias before repair | 333 |
| Sw Pwr | 0.0214 mW |
| Clk pwr share | 0% |
| Syn avg cell area | 8.46 sq um |
| Design Power | 0.0586 mW |
| Seq share, synth | 0% |
| Yosys warning count | 1 |
| Crit-path max FO | 2 |
| Placed instance count | 106 |
| FFs & Latches | 0 |
| Setup Buffers After CTS | 0 |
| Largest net degree at the start of global routing | 5 |
| Sw Share | 36.5% |
| Crit path DRT | 3.52 ns |
## kinds of logic after synthesis
kind of cell	Yosys count	synth area share, %
compound gates	1	1.55
simple gates	14	25.7
xor+xnor	1	2.72
fa+ha+maj	12	58.4
buf+inv	10	11.7
## what timing repair did
item	in CTS	in global routing
setup endpoints to repair	4	4
pin swaps	13	13
cloned	0	0
resized	39	3
## stage by stage
stage	util [%]	TNS, ns
after global routing	18.7	-2.02
after global placement	18.7	-4.52
final	18.7	-1.50
after CTS	18.2	-1.83
after detailed placement	18.7	-4.62
after floorplan	-	-0.688
## metal layers
layer | vias up | GRT usage [%] | wire length, microns
li1 | 157 | - | -
met1 | 139 | 2.28 | 286
met2 | 6 | 5.54 | 496
met3 | 0 | 0.568 | 62
met4 | 0 | 0 | 0
met5 | - | 0 | 0
## cell type report
type	instances	area [sq um]
fillers	386	2780
inverters	10	37.5
multi-input cells	28	348
well taps	46	57.6
repair buffers	22	195
## cell usage in the layout, fill, tap and decap left out, types with 2 or more instances in the layout
master           n
buf_8            2
clkdlybuf4s50_1  6
and2_2           2
buf_6            2
dlygate4sd2_1    2
inv_2            5
buf_4            6
ha_1             3
fa_2             4
inv_1            5
nand2_1          3
buf_2            4
ha_4             3
and2_1           7
## power groups by stage
stage | Sequential [mW] | Clock, mW | Combinational [mW]
6_report | 0 | 0 | 0.0586
5_1_grt | 0 | 0 | 0.0677
4_1_cts | 0 | 0 | 0.0584
## worst min-delay path: cells and delay by family
kind / cells / cell delay (ns)
buffers and inverters: 3 / 0.26
adder cells (fa/ha/maj): 1 / 0.19
AND/OR/NAND/NOR: 1 / 0.13
## worst paths after layout
check  startpoint    endpoint  slack, ns
max      wMulB[0]  rResult[6]      -0.63
min      wMulA[1]  rResult[4]       2.34
No activity file was given, so power comes from the tool's default toggle rates.
